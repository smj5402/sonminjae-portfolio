<file path="flow/run.sh">
#!/bin/bash
# OpenROAD 26Q1-2900-gdf79404cd8, Yosys 0.63+post, stock flow scripts
make -C /OpenROAD-flow-scripts/flow DESIGN_CONFIG=/design/flow/config.mk WORK_HOME=/design/flow/orfs finish
</file>
<file path="flow/config.mk">
export PLATFORM = sky130hd
export DESIGN_NAME = param_exp_pipe
export DESIGN_NICKNAME = param_exp_pipe
export VERILOG_FILES = /design/flow/design.v
export SDC_FILE = /design/flow/constraint.sdc
export NUM_CORES = 4
export LEC_CHECK = 1
export CORE_UTILIZATION = 50
</file>
<file path="flow/constraint.sdc">
current_design param_exp_pipe

set clk_period 24.0
set clk_io_pct 0.2

create_clock -name clk0 -period $clk_period [get_ports {clk}]

set non_clock_inputs [all_inputs -no_clocks]
set_input_delay [expr $clk_period * $clk_io_pct] -clock clk0 $non_clock_inputs
set_output_delay [expr $clk_period * $clk_io_pct] -clock clk0 [all_outputs]
</file>
<file path="flow/design.v">
`timescale 1ns/1ps
module param_exp_pipe #( 
  parameter
  LATENCY = 3,
  MAX_INPUT_VALUE = 99  
)(
  input clk, rst_n,
  input [6:0] i_data,  
  input i_valid,       
  output o_valid,      
  output [63:0] o_data  
);
  wire [63:0] pow [0:LATENCY-1]; 
  reg  [63:0] r_pow [0:LATENCY-1];
  reg  [LATENCY-1:0]  r_valid;
  assign o_valid = r_valid[LATENCY-1];
  assign o_data  = r_pow[LATENCY-1];
  always@(posedge clk or negedge rst_n) begin
    if(!rst_n) begin
      r_valid <= {LATENCY{1'b0}};
    end else
      r_valid <= {r_valid [LATENCY-2:0],i_valid};
  end
  assign pow[0] = i_data*i_data;  
  genvar i;
  generate 
    for(i=1;i<LATENCY;i=i+1) begin : pow_gen
      assign pow[i] = r_pow[i-1] * r_pow[i-1];
    end
  endgenerate
  integer j,k;
  always@(posedge clk or negedge rst_n) begin
    if(!rst_n) begin
      for(j=0; j<LATENCY; j=j+1)
        r_pow[j] <= 'b0;
    end else begin
      for(k=0; k<LATENCY; k=k+1)
        r_pow[k] <= pow[k];
    end
  end
endmodule
</file>
==> summary.txt <==
From the run reports.

- The run finished with clean final reports.
- The post-CTS setup buffer count reads 0.
- Per the detail_route report, the via count comes to just over 20,000.
- The final global-route overflow total reads 0.
- The clock edge transition at the registers on the reported setup and hold paths is around 0.080 ns.
- Per the post-synthesis stats, the area per cell is about 9.5 um^2.
- The cell count after synthesis came out at 3,253.
- The number of clock sinks reads 99.
- The worst slew margin relative to its limit reads ~42%.
- The area taken by multi-input combinational cells is reported as 0.0244 mm^2.
- The proportion of layout cells with a drive suffix above 1 is 1.74%.
- The cell with the biggest individual delay on the critical path reads sky130_fd_sc_hd__dfrtp_1.
- The number of antenna violations at the first check in global routing came to 0.
- Counting the warning lines in the Yosys log gives 2.
- The utilization of the core after routing reads 53.7%.
- The commonest register cell is sky130_fd_sc_hd__dfrtp_1.
- Counting instances in the post-synthesis netlist gives the leading cell types as sky130_fd_sc_hd__inv_1 (915), sky130_fd_sc_hd__fa_1 (615), sky130_fd_sc_hd__ha_1 (511).
- Pins over their slew limit in the final report were tallied at 0.
- Clock tree synthesis selected as its root buffer the cell sky130_fd_sc_hd__clkbuf_16.
- The CTS tree reads built.
- The number of gates resized after CTS was 0.
- The floorplan has 90 rows.
- The floorplan core area reads 0.0606 mm^2.
- Entering global routing, the biggest net connects about 50 pins.
- The number of port buffers is roughly 67.
- The initial detailed-routing violation count is 821.
- The startpoint type of the worst setup path reads a flop.
- The final RePlAce weighted congestion is 0.957.
- The smallest setup slack after layout is 14.67 ns.
- The total inserted antenna cells is 0.
- The largest incremental delay on the critical path is a little over 0.8 ns.
- The startpoint-to-endpoint class of the critical path reads reg2reg.
- The standard cell area after detailed placement is roughly 0.032 mm^2.
- After layout, the setup clock skew is reported as 0.0132 ns.
- STA classifies the critical path endpoint as a flop.
- The highest clock frequency the design can meet reads 0.107 GHz.
- The average wire per cell in the routed design reads 16.3 um.
- For reference, the top cells by area after synthesis are sky130_fd_sc_hd__fa_1 (40%), sky130_fd_sc_hd__ha_1 (21%), sky130_fd_sc_hd__inv_1 (11%), sky130_fd_sc_hd__dfrtp_1 (8.1%), sky130_fd_sc_hd__and2_1 (3.8%).
- The required time at the endpoint of the critical path is 24.32 ns.
- The wire length reported by the detailed router reads 66.2 mm.
- The most numerous cell in the Yosys netlist reads sky130_fd_sc_hd__inv_1.
- The post-route clock period utilization is just under 40%.
- The signal arrival time at the worst endpoint is 9.65 ns.
- Before placement the cells fill 50.8% of the core.
- The number of distinct standard cells referenced by the synthesized netlist is 57.
- Setup repair after global routing left no endpoint under its margin.
- The number of I/O pins reads 75.
- The async set or reset register ratio after synthesis reads 100%.
- The actual transition at the worst max-transition pin reads 0.864 ns.
- The CTS report gives the tree buffer count as 9.
- The worst setup slack after placement is 14.70 ns.
- The area added between synthesis and finish reads 5.81%.
- The H-tree depth is 3.
- Note, the detailed placer reported a final HPWL of 55.1 mm.
- According to the report, the first pass of detailed routing completed in 5 iterations.
- The largest area contributor in the netlist reads sky130_fd_sc_hd__fa_1.
- The global-route wire length before repair reads 112 mm.
- Sequential elements use 8.06% of the synthesized area.
- In the routed design, unresolved DRC markers number 0.
- Yosys reports a chip area of a little over 0.03 mm^2.
- The number of hold violations in the final report reads 0.
- The layout stage reports a final design area of 0.0325 mm^2.
- The synthesized design devotes to its leading area cell type 40.0% of total area.
- The via count of the first global-routing pass reads ~22,000.
- The max-capacitance violation count is 0.
- The total routing resource utilization after global routing is around a quarter.
- The library cell appearing most often on the critical path reads sky130_fd_sc_hd__fa_1.
- The worst-path maximum fanout is 19.
- The sum of negative setup slack is 0 ns.
- The total of flip-flops plus latches after synthesis reads 99.
- The deepest clock path buffer count is 2.
- The number of fillers in the final layout is between 5,000 and 6,000.
- The count of tool warnings is 38.
- The time the worst path needs with I/O delays and setup reads 9.33 ns.
- The die width reads 250 um.
- The final setup violation count reads 0.
- The worst min-delay path category reads reg2reg.
- The post-synth design cell area is slightly above 0.03 mm^2.
- Summing all flip-flop and latch instances after layout gives 0.00248 mm^2.
- Hold repair after CTS inserted 0 buffers.
- Counting flops with a built-in enable in the synthesized netlist gives 0.
- The via-per-instance ratio reads approximately 5.
- The area of the die reads ~0.062 mm^2.
- The cell total in the yosys stat output reads 3,253.
- The insertion delay of the later-clocked pin in the worst-skew pair is 0.40 ns.
- In this run the remaining antenna-violating nets after routing total 0.
- The vertical die size reads approximately 250 um.
final timing paths:
kind	from	to	slack (ns)	cells past startpoint
worst min-delay path	r_valid[0]	r_valid[1]	0.36	0
worst max register to register	r_pow[1][12]	r_pow[2][59]	14.67	28
worst max-delay path	r_pow[1][12]	r_pow[2][59]	14.67	28
min in group asynchronous	rst_n	r_pow[2][16]	4.21	1
max in group asynchronous	rst_n	r_pow[2][53]	18.95	2
worst min register to register	r_valid[0]	r_valid[1]	0.36	0
layout make-up:
type	count	area share, %
clock buffer	9	0.692
clock inverter	7	0.288
inverter	920	10.6
multi-input combinational	2140	75.1
sequential	99	7.62
tap	782	3.01
timing repair buffer	94	2.68
metrics by stage:
step	hold slack, ns	cells
after floorplan	0.331	3259
after global placement	0.332	4035
after detailed placement	0.340	4035
after CTS	0.360	4051
after global routing	0.379	4051
final	0.355	4051
registers in the layout, summed over array words and instances, names as in the netlist:
name,cells
r_pow,96
r_valid,3
cells in the final DEF (no fill, tap or decap), types with 23 or more instances in the layout:
| cell | n |
|---|---|
| sky130_fd_sc_hd__xnor2_1 | 77 |
| sky130_fd_sc_hd__a21o_1 | 29 |
| sky130_fd_sc_hd__xor2_1 | 25 |
| sky130_fd_sc_hd__clkdlybuf4s50_1 | 66 |
| sky130_fd_sc_hd__dfrtp_1 | 99 |
| sky130_fd_sc_hd__o21ai_0 | 36 |
| sky130_fd_sc_hd__ha_1 | 511 |
| sky130_fd_sc_hd__a21oi_1 | 97 |
| sky130_fd_sc_hd__inv_1 | 915 |
| sky130_fd_sc_hd__nand2_1 | 248 |
| sky130_fd_sc_hd__fa_1 | 615 |
| sky130_fd_sc_hd__and2_1 | 188 |
| sky130_fd_sc_hd__nor2_1 | 94 |
| sky130_fd_sc_hd__o21bai_1 | 23 |
| sky130_fd_sc_hd__buf_4 | 28 |
worst max-delay path, delay by kind of cell (launching register included):
family | cells | cell delay [ns]
adder cells (fa/ha/maj) | 11 | 4.86
AND-OR/OR-AND | 6 | 1.92
buffers and inverters | 8 | 0.92
flip-flops | 1 | 0.82
AND/OR/NAND/NOR | 3 | 0.71
metal layers:
layer,part of all wire (%),vias up,track usage (%)
met4,2.4,2,4.47
met2,49,545,37.8
met1,41,10333,35.4
met5,0.060,-,0.463
met3,7.3,75,7.46
li1,-,9766,-
kinds of logic after synthesis:
| group | count (synthesis) | synth area share, % |
|---|---|---|
| XOR/XNOR | 102 | 2.91 |
| other | 1 | 0.0122 |
| adder cells (fa/ha/maj) | 1126 | 60.8 |
| AND-OR/OR-AND | 250 | 5.14 |
| multiplexers | 4 | 0.138 |
| buffers and inverters | 1020 | 12.5 |
| AND/OR/NAND/NOR | 651 | 10.4 |
| flip-flops | 99 | 8.06 |
