==> /design/flow/design.v <==
`timescale 1ns/1ps
module Gshare_branch_predictor(
    input clk,
    input rst_n,
    input  predict_valid,
    input  [6:0] predict_pc,
    output predict_taken,
    output [6:0] predict_history,
    input train_valid,
    input train_taken,
    input train_mispredicted,
    input [6:0] train_history,
    input [6:0] train_pc
);
    reg [6:0] GHR;
    reg [1:0] PHT [0:127];
    integer i;
    wire [6:0] predict_index;
    wire [6:0] train_index;
    assign predict_index = predict_pc ^ predict_history;
    assign train_index =  train_pc ^  train_history;
    always@(posedge clk or negedge rst_n) begin
        if(!rst_n) begin
            GHR <= 7'b0;
            for(i=0; i<128; i=i+1) PHT[i] <= 2'b01;
        end else begin
            if(train_valid && train_mispredicted) begin
                GHR <= { train_history[5:0], train_taken};   													  
            end else if(predict_valid) begin
                GHR <= { predict_history[5:0], predict_taken}; 
            end  
            if(train_valid) begin
                if(train_taken) begin
                    PHT[train_index] <= (PHT[train_index]==2'b11) ? 2'b11 : (PHT[train_index]+1'b1);
                end else begin
                    PHT[train_index] <= (PHT[train_index]==2'b00) ? 2'b00 : (PHT[train_index]-1'b1);
                end
            end
        end
    end
assign predict_taken = PHT[predict_index][1];  
assign predict_history  = GHR;
endmodule
==> /design/flow/run.sh <==
#!/bin/bash
# OpenROAD 26Q1-2900-gdf79404cd8, Yosys 0.63+post, stock flow scripts
make -C /OpenROAD-flow-scripts/flow DESIGN_CONFIG=/design/flow/config.mk WORK_HOME=/design/flow/orfs finish
==> /design/flow/config.mk <==
export PLATFORM = sky130hd
export DESIGN_NAME = Gshare_branch_predictor
export DESIGN_NICKNAME = Gshare_branch_predictor
export VERILOG_FILES = /design/flow/design.v
export SDC_FILE = /design/flow/constraint.sdc
export NUM_CORES = 4
export LEC_CHECK = 1
export CORE_UTILIZATION = 30
==> /design/flow/constraint.sdc <==
current_design Gshare_branch_predictor

set clk_period 4.1
set clk_io_pct 0.2

create_clock -name clk0 -period $clk_period [get_ports {clk}]

set non_clock_inputs [all_inputs -no_clocks]
set_input_delay [expr $clk_period * $clk_io_pct] -clock clk0 $non_clock_inputs
set_output_delay [expr $clk_period * $clk_io_pct] -clock clk0 [all_outputs]
==> impl_metrics.env <==
# yosys + openroad results
export IMPL_required_ns=3.28
export IMPL_clkTransAtPathRegs_ns=0.06
export IMPL_violations="setup timing"
export IMPL_flop_cell="dfrtp_1"
export IMPL_core_area_sq_um=52870
export IMPL_dr_pass1_iters=21
export IMPL_path_class="flop to output pin"
export IMPL_root_buffer="clkbuf_16"
export IMPL_clk_latency_ns=0.60
export IMPL_max_slew_margin_rel=0.2350
export IMPL_drv_cap=0
export IMPL_top_area_frac=0.2096
export IMPL_antenna_found_initial=5
export IMPL_edf_count=0
export IMPL_r2r_start="PHT[74][0]"
export IMPL_report_final_slew_viol_count=0
export IMPL_warning_count=27
export IMPL_drcViolationCount=0
export IMPL_avgSynthCellArea_sq_um=8.475
export IMPL_syn_area_sq_um=16120
export IMPL_rows=84
export IMPL_grt_pass1_vias=18619
export IMPL_ys_cells=1902
export IMPL_ys_async_sr_fraction=1.000
export IMPL_gp_congestion=1.062
export IMPL_ys_sh_adder=0.001242
export IMPL_drtIter0Drc=2315
export IMPL_fp_utilization=0.3049
export IMPL_synthSimpleGateAreaFrac=0.1585
export IMPL_vias=19345
export IMPL_grt_first_pass_wirelength_um=133000
export IMPL_numCtsBuffers=30
export IMPL_finalCritPeriodShare=1.010
export IMPL_cts_sinks=263
export IMPL_clock_skew_ns=0.02969
export IMPL_top_cell="o21ai_0"
export IMPL_ir_worst_vdd_v=0.0003993
export IMPL_synth_seq_share=0.4182
export IMPL_cts_htree_levels=1
export IMPL_cp_max_fo=6
export IMPL_netlist_logic_family_top="AND-OR/OR-AND gates"
export IMPL_post_route_min_period_ns=4.140
export IMPL_die_area_sq_um=54660
export IMPL_hold_viol_final=0
export IMPL_setup_ws_ns=-0.03960
export IMPL_synth_flops=263
export IMPL_synth_xor_area_share=0.01979
export IMPL_hpwl_um=64620
export IMPL_cp_end_kind="output pin"
export IMPL_grt_max_degree=100
export IMPL_io_pins=35
export IMPL_worst_pin_slew_ns=1.145
export IMPL_io_buffer_count=34
export IMPL_post_drt_wl_per_cell_um=31.07
export IMPL_area_leaders="dfrtp_1, dfstp_2, o31ai_1"
export IMPL_cts_tree="done"
export IMPL_timing_fmax_mhz=241.6
export IMPL_synthMuxAreaShare=0.03058
export IMPL_rrSetupSlack_ns=0.64
export IMPL_syn_to_final_growth_pct=52.91
export IMPL_fin_total_pwr_w=0.01295
export IMPL_drive_gt1_frac=0.4169
export IMPL_p_leak_nw=9.254
export IMPL_hp_class="primary input to async pin"
export IMPL_ys_sh_aoi=0.3161
export IMPL_synth_cell_types=57
export IMPL_yosys_warnings=2
export IMPL_grt_ovfl_total=0
export IMPL_dieHeight_um=233.8
export IMPL_start_kind="flop"
export IMPL_arrival_ns=3.32
export IMPL_netlist_instances=1902
export IMPL_holdWs_ns=0.2283
export IMPL_p_per_area_nw_per_um2=525.3
export IMPL_postRouteAntennaNets=0
export IMPL_worstReg2RegEnd="PHT[61][0]"
export IMPL_yosysTopAreaCell="dfrtp_1"
export IMPL_setup_violations=1
export IMPL_status="finished with violations"
export IMPL_ys_top_cells_by_count="o21ai_0, a21oi_1, clkbuf_1"
export IMPL_groute_usage_overall=0.3491
export IMPL_ys_chip_area_sq_um=16120
export IMPL_via_per_inst=6.459
export IMPL_r2r_cells=10
export IMPL_rsz0062_at_grt="true"
export IMPL_die_w_um=233.8
export IMPL_clock_path_buffers=3
export IMPL_wl_um=93060
flip-flops by register name, summed over array words and instances, names as in the netlist:
register  count
GHR           7
PHT         256
placed cells by master (no fill, tap or decap), drive strengths merged, types with 4 or more instances in the layout:
cell           netlist  routed
nand2              119     119
a2111oi             21      21
a211o                4       4
nand3              122     122
nor2               146     146
nand4               48      48
o21ai              179     179
and3                12      12
or4                  7       7
a22o                12      12
a31oi               89      89
dfrtp              135     135
nor4                36      36
o2111ai              7       7
a21oi              175     175
nor3                41      41
xor2                14      15
a211oi              28      28
a32o                 5       5
dfstp              128     128
maj3                 2       4
a32oi               25      25
a22oi               45      45
inv                  5       7
buf                 68     536
and2                 9       9
o22ai               27      27
clkbuf             147      51
mux2                16      16
xnor2               19      19
mux2i               29      29
o32ai               15      15
clkinv               0       9
a311oi               4       4
clkdlybuf4s50        0      11
o211ai               5       5
o31ai              128     128
final cells by class:
cell class / instances / area [sq um]
Antenna cell: 2 / 5.005
Clock buffer: 42 / 887.1
Clock inverter: 14 / 131.4
Fill cell: 4776 / 28220
Inverter: 5 / 18.77
Multi-Input combinational cell: 1422 / 10690
Sequential cell: 263 / 6750
Tap cell: 688 / 860.8
Timing Repair Buffer: 559 / 5304
kinds of logic after synthesis:
family                   count (synthesis)
AND-OR/OR-AND                          794
AND/OR/NAND/NOR                        544
XOR/XNOR                                33
multiplexers                            46
adder cells (fa/ha/maj)                  2
buffers and inverters                  220
flip-flops                             263
how the worst max path moves through the flow:
stage | startpoint | endpoint | slack [ns] | cells after the start
4_1_cts | GHR[0] | predict_taken | -0.07 | 9
5_1_grt | predict_pc[5] | predict_taken | -0.10 | 13
6_report | GHR[0] | predict_taken | -0.04 | 11
worst max-delay path, cell delays in order (launching register included):
cell	delay, ns
dfrtp_2	0.46
xnor2_2	0.20
buf_12	0.18
buf_12	0.11
mux2_2	0.37
a32oi_1	0.19
a211o_1	0.21
o2111ai_2	0.17
nor4_1	0.31
nand3_1	0.12
mux2_4	0.29
buf_2	0.11
metrics by stage:
step,worst slack (ns),setup TNS [ns],utilization,instances,cell area [sq um]
after floorplan,0.002368,0,-,1902,16160
after global placement,-1.156,-246.64,0.3824,2823,20220
after detailed placement,-1.303,-277.12,0.3824,2823,20220
after CTS,-0.07340,-0.2062,0.4476,2968,23660
after global routing,-0.1021,-0.5093,0.4662,2993,24640
final,-0.03960,-0.03960,0.4663,2995,24650
report_power, final:
group / internal [W] / switching [W] / total (W)
Clock: 0.00163 / 0.00114 / 0.00277
Combinational: 0.00268 / 0.00344 / 0.00612
Sequential: 0.00332 / 0.000739 / 0.00406
layer usage:
layer | part of all wire | track usage | vias to the layer above
met5 | 0.00075 | 0.01071 | -
met4 | 0.058 | 0.1427 | 6
met3 | 0.12 | 0.1089 | 348
met2 | 0.43 | 0.5088 | 1280
met1 | 0.40 | 0.4891 | 9562
li1 | - | - | 8149
timing repair:
action	4_1_cts	5_1_grt
cloned	19	2
gates resized	324	164
buffers inserted	72	29
pin swaps	80	90
hold buffers	0	0
endpoints found under the setup margin	255	254
